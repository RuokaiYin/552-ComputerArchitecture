==> flow/design.v <==
module wb (
           PC_Next,
           extend, WB_sel,
           data_mem, data_exe,
           WB);
   input [1:0] WB_sel;
   input [15:0] PC_Next, extend, data_mem, data_exe;
   output [15:0] WB;
   assign WB = (WB_sel[1]) ? ((WB_sel[0]) ? (PC_Next) : (extend)) : ((WB_sel[0]) ? (data_exe) : (data_mem));
endmodule
==> flow/run.sh <==
#!/bin/bash
# OpenROAD 26Q1-2900-gdf79404cd8, Yosys 0.63+post, stock flow scripts
make -C /OpenROAD-flow-scripts/flow DESIGN_CONFIG=/design/flow/config.mk WORK_HOME=/design/flow/orfs finish
==> flow/config.mk <==
export PLATFORM = sky130hd
export DESIGN_NAME = wb
export DESIGN_NICKNAME = wb
export VERILOG_FILES = /design/flow/design.v
export SDC_FILE = /design/flow/constraint.sdc
export NUM_CORES = 4
export LEC_CHECK = 1
export CORE_AREA = 10 10 71 71
export DIE_AREA = 0 0 81 81
==> flow/constraint.sdc <==
current_design wb

set clk_period 1.5
set clk_io_pct 0.2

create_clock -name clk0 -period $clk_period

set non_clock_inputs [all_inputs -no_clocks]
set_input_delay [expr $clk_period * $clk_io_pct] -clock clk0 $non_clock_inputs
set_output_delay [expr $clk_period * $clk_io_pct] -clock clk0 [all_outputs]
==> run summary <==
Latest figures from synthesis and place and route.

The initial antenna violation count came to 0. The cell type with the largest total area is mux4_2. The wire-length estimate of the detail-placed layout is between 2000 and 2500 µm. Entering global routing, the biggest net connects 11 pins. The worst setup path is captured at an output pin.

The post-route fraction of the period consumed by the critical path is between 90% and 100%. The worst slack after detailed placement is -0.806 ns. The number of sequential cells in the layout is 0.

The delay of the slowest cell on the worst path is approximately 0.50 ns. The global routing report lists met1 layer usage as under 10%. The I/O pin count is between 80 and 90. The tally of unique sky130hd cells used after synthesis is 5.

The count of endpoints failing setup in the final report is 0. Setup repair after global routing left no endpoint under its margin. The worst path meets setup with approximately 0.048 ns of slack.

The highest clock rate is ~690 MHz. The first global-routing pass estimated 3720 µm of wire. Counting the fill cells in the layout gives 404. The setup TNS is 0 ns.

The total leakage power is 0.000554 µW. Grouping stages by cell kind, the critical path spends the most delay in multiplexers. The largest fanout of any net on the critical path is 8. The post-route standard cell area excluding fillers is 1170 µm².

The slew at the pin with the worst max-slew slack is 0.153 ns. The warning count from the yosys run is 0. The arrival time of the worst setup path is between 1 and 1.5 ns. The count of mapped cells out of synthesis is 20. In this run the vertical extent of the chip is just over 80 µm.

Before any placement, the netlist area is recorded as 424 µm². The fraction of met3 tracks used by global routing is 5.46%. In the post-synthesis netlist, the biggest area contributors are mux4_2 (53%), mux4_1 (37%), buf_12 (4.7%). The share of the core filled by cells before placement is approximately an eighth. The number of placement rows is 22.

The worst VDD IR drop from the latest analysis is roughly 0.00011 V. The count of buffers inserted at the top-level ports is 82. The number of setup buffers added after CTS is 0. The core outline area is 3630 µm². The max-cap violation count is 0. The global router reports that the layer with the highest usage is met2.

The share of cells above drive strength 1 is a little over a third. The sequential cells in the finished layout cover a total of 0 µm². The instance area after placement is 1310 µm². The number of warnings in the stage logs is 32. The number of slew-limit violations in the final report is 0. The run finished with clean final reports. In this run the tightest slew margin relative to its limit is around 90%. For this run, the total global-route usage over all layers was measured as 7.07%. The floorplan step set the die width to about 81 µm. The detailed-route vias per instance is a little under 4. For this block, the routed nets add up to 2430 µm of wire. Of the post-synthesis cell area, the dominant cell type holds 53.1%. Ranked by instance count, the synthesized netlist is headed by mux4_2 (10), mux4_1 (6), buf_2 (2), buf_12 (1), buf_6 (1). According to the report, the first pass of detailed routing completed in 4 iterations. After floorplanning, the die was sized to cover 6560 µm².

The cell with the largest stage delay on the worst path is mux4_2. The register share after synthesis is 0%. The report lists the power per cell area as ~230 nW/µm². The average wire per cell in the routed design is around 16 µm. For the worst setup path, the data required time is roughly 1.2 ns. Each instance of the synthesized netlist takes up on average 21.2 µm². The global route total overflow is 0. The timing report notes that buffer and inverter cells on the critical path total 3. Counting I/O delays and the setup requirement, the final critical path takes 1.45 ns.

The yosys-reported design area after synthesis is around 420 µm². Counting endpoints that fail hold in the final report gives 0. The tally of clock buffers in the finished layout is 0. Once detail routing completed, the nets flagged for antenna violations numbered 0. The final estimated routing congestion in global placement is 0.825. In the global route stage, met2 resource usage came out at 10.4%. The most frequently used cell type in the post-synthesis netlist is mux4_2.

On the final layout, the worst hold slack is roughly 1.1 ns. 0 antenna diodes ended up in the layout. The type of the setup path with the least slack is input port to output pin. The total DRC errors in the routed layout is 0. The critical path launch point type is an input port.

The area growth from synthesis to layout is 176%. The critical path goes through buf_12 > buf_12 > mux4_2 > buf_2. The post-route utilization of the core is recorded as 32.2%. The worst hold path belongs to the class input port to output pin. The total via count after detailed routing is 589. By instance count, the cell type seen most on the critical path is buf_12.

The post-synthesis cell count from yosys is 20. In this run, the number of DRC markers left after iteration 0 of detailed routing was 4. The number of global-route vias before repair is around 770.
stage by stage:
stage          power [µW]  cells
4_1_cts               273    150
6_report              269    150
5_1_grt               296    150
2_1_floorplan        90.0     20
3_3_place_gp          359    149
3_5_place_dp          359    149
tightest hold or removal path, stage by stage:
cell and delay, ns:
dlygate4sd2_1 0.19, mux4_2 0.21, buf_2 0.09
where the power goes:
group	switching, µW	total (µW)	leakage (µW)	internal, µW
clock network	0	0	0	0
registers	0	0	0	0
logic	64.7	269	0.000554	204
total	64.7	269	0.000554	204
cell usage in the layout (no fill, tap or decap):
cell type      count
buf_12             3
buf_16             1
buf_2             16
buf_6              1
dlygate4sd2_1     65
mux4_2            16
what timing repair did:
item,CTS,global route
cloned,1,0
pin swaps,0,0
setup endpoints to repair,16,6
gates resized,128,2
hold buffers,0,0
area by class of cell:
type / count / area (µm²) / area share, %
Multi-Input combinational cell: 16 / 360 / 30.8
Tap cell: 48 / 60.1 / 5.14
Timing Repair Buffer: 86 / 748 / 64.0
per-layer routing:
layer / part of all wire, % / wire length [µm] / vias to the layer above
met5: 0 / 0 / -
met4: 0 / 0 / 0
met3: 20 / 496 / 0
met2: 39 / 950 / 64
met1: 40 / 979 / 257
li1: - / - / 268
cells by family (layout without fill, tap and decap cells):
logic type / Yosys count / in the layout / synth area share [%]
buffers and inverters: 4 / 86 / 9.73
muxes: 16 / 16 / 90.3
path summary, 6_finish.rpt:
| check | from | end | cells past startpoint |
|---|---|---|---|
| min | data_mem[14] | WB[14] | 3 |
| max | WB_sel[0] | WB[15] | 4 |
Power is estimated from default activity; no workload was simulated.
